[design/flow/config.mk]
export PLATFORM = sky130hd
export DESIGN_NAME = driver_DigitalTubeHexHex
export DESIGN_NICKNAME = driver_DigitalTubeHexHex
export VERILOG_FILES = /design/flow/design.v
export SDC_FILE = /design/flow/constraint.sdc
export NUM_CORES = 4
export LEC_CHECK = 1
export CORE_UTILIZATION = 30
[design/flow/constraint.sdc]
current_design driver_DigitalTubeHexHex

set clk_period 2.5
set clk_io_pct 0.2

create_clock -name clk0 -period $clk_period [get_ports {i_clk}]

set non_clock_inputs [all_inputs -no_clocks]
set_input_delay [expr $clk_period * $clk_io_pct] -clock clk0 $non_clock_inputs
set_output_delay [expr $clk_period * $clk_io_pct] -clock clk0 [all_outputs]
[design/flow/design.v]
module driver_DigitalTubeHexHex #(
    parameter P_CNT = 300_000   
)(
    input           i_clk,
    input           i_rst,
    input   [3:0]   i_hexHigh,
    input   [3:0]   i_hexLow,
    output  [6:0]   o_digitalTube,   
    output          o_sel            
);
    function [6:0] hex_to_seg;
        input [3:0] hex;
        case (hex)
            4'h0: hex_to_seg = 7'b0000001;
            4'h1: hex_to_seg = 7'b1001111;
            4'h2: hex_to_seg = 7'b0010010;
            4'h3: hex_to_seg = 7'b0000110;
            4'h4: hex_to_seg = 7'b1001100;
            4'h5: hex_to_seg = 7'b0100100;
            4'h6: hex_to_seg = 7'b0100000;
            4'h7: hex_to_seg = 7'b0001111;
            4'h8: hex_to_seg = 7'b0000000;
            4'h9: hex_to_seg = 7'b0000100;
            4'hA: hex_to_seg = 7'b0001000;
            4'hB: hex_to_seg = 7'b1100000;
            4'hC: hex_to_seg = 7'b0110001;
            4'hD: hex_to_seg = 7'b1000010;
            4'hE: hex_to_seg = 7'b0110000;
            4'hF: hex_to_seg = 7'b0111000;
            default: hex_to_seg = 7'b1111111;  
        endcase
    endfunction
    reg [6:0] r_seg = 7'b1111111;
    reg       r_sel = 1'b0;
    reg [23:0] r_cnt = 0;
    assign o_digitalTube = r_seg;
    assign o_sel = r_sel;
    always @(posedge i_clk or posedge i_rst) begin
        if (i_rst) begin
            r_cnt <= 0;
            r_sel <= 0;
        end else if (r_cnt >= P_CNT) begin
            r_cnt <= 0;
            r_sel <= ~r_sel;
        end else begin
            r_cnt <= r_cnt + 1;
        end
    end
    always @(posedge i_clk or posedge i_rst) begin
    if (i_rst) begin
        r_seg <= 7'b1111111;
    end else begin
        r_seg <= r_sel ? hex_to_seg(i_hexHigh) : hex_to_seg(i_hexLow);
    end
end
endmodule
[design/flow/run.sh]
#!/bin/bash
# OpenROAD 26Q1-2900-gdf79404cd8, Yosys 0.63+post, stock flow scripts
make -C /OpenROAD-flow-scripts/flow DESIGN_CONFIG=/design/flow/config.mk WORK_HOME=/design/flow/orfs finish
==> CHANGELOG.md <==
### Physical design

- Worst Hold Class: reg2reg
- Pin count of the biggest net entering global routing: 33
- Via Count: about 1.5k
- Top cells by count, synth: 25 x dfrtp_1, 24 x nor3_1, 17 x nor2_1, 14 x ha_1, 14 x xnor2_1
- Layout area overhead: 20.0%
- Cell Rows: 29
- Leakage power: 0.938 nW
- Global-route wire length before repair: just over 6 mm
- Internal power: roughly 1.0 mW
- Critical Path Fanout Max: 16
- Vias in the first global route: 1357
- # DRC: 0
- N_diodes: 0
- Combinational fraction of design power: between 10% and 20%
- Wire per inst: between 10 and 15 µm
- Flop2flop setup slack: around 760 ps
- All-Layer GR Usage: between 10 and 15%
- Worst path top cell family by delay: flip-flops
- Critical path class: reg2out
- Max_slew headroom: between 60% and 70%
- CTS resizes: 0
- Clock-pin transition on the worst setup and hold timing paths: about 70 ps
- Synth cell types: 43
- Top-Level Pins: 18
- FMAX: between 400 and 500 MHz
- Pwr Density: between 500 and 600 mW/mm²
- Final WL: 3.54 mm
- Vias per inst: roughly 4.8
- Flops after synth: 32
- Worst setup SP type: flop
- Post-synthesis cell count: roughly 200
- Max-area cell share: around a third
- Arrival @ worst endpoint: around 1500 ps
- Pwr Total: 1.31 mW
- Final worst-path cycle share: ~80%
- Die Wd: about 83 µm
- Final Hold Viols: 0
- Most common cell in the synthesized netlist: dfrtp_1
- Initial antenna violation count: 0
- PortBufs: 17
- Slowest-stage cell, CP: dfrtp_1
- Final setup TNS: 0 ps
- Post-synth EDFFs: 0
- Worst-margin pin slew: 509 ps
- Peak supply drop: 583 µV
- CTS sink cnt: 32
- Core area: roughly 0.0063 mm²
- Crit. End Element: primary output
- Clock Tree Buf Depth: 2
- Yosys chip area: between 0.0015 and 0.002 mm²
- Setup skew after layout: just over 5 ps
- Final setup vio count: 0
- Asr flop ratio synth: approximately 100%
- Warnings, synthesis: 1
- Cell chosen for the clock root: clkbuf_8
- Final HPWL DP: about 2.5 mm
- Switch Pwr: between 0.3 and 0.4 mW
- Clock power frac: approximately 37%
- Synth top area cells: dfrtp_1 32%, dfstp_2 9.3%, ha_1 8.9%
- Max incr delay on CP: approximately 660 ps
- Die y size: 83.2 µm
- Final min period: 2010 ps
- # fillers: 603
- CTS tree: done
- Proportion of layout cells with a drive suffix above 1: 14.3%
- Syn_area_per_cell: 9.78 µm²
- Req. time, crit path: around 2000 ps
- Unrepaired setup endpoints after global routing: no
- Area leader, netlist: dfrtp_1
- Die Area: ~0.007 mm²
- Detail Route Antenna Nets: 0
- Iteration tally of the first detailed-router pass: 4
- Post CTS Setup Buffer Count: 0
- H-tree levels: 2
- Yosys Instances: slightly above 200
- Grt ovf: 0
- Log Warnings: 37
- Synth Flop Type: dfrtp_1
- Crit-path cells: clkdlybuf4s50_1
- Sequential area share after synthesis: 41.0%
- DR iter-0 viols: roughly 45
- Mapped Area: roughly 0.002 mm²
- Status: finished clean
- Number of max-cap violations: 0
- FP Core Util: roughly 31%
- Crit path buf inv count: 1
- Hold-fix buffers at CTS: 0
- CTS buffer count: 5
- Placer Congestion: between 0.8 and 0.9
- Seq pwr share: 47.2%
- Switching share of power: around 23%
- Clock Latency Late Sink: approximately 280 ps
- Slew Limit Fails: 0
-- state kept, by name (all words and copies together) (netlist names) --
signal	count
r_seg	7
r_cnt	24
r_sel	1
-- kinds of logic after synthesis --
group                    Yosys count  synth area share, %
AND/OR/NAND/NOR                   86                 23.7
flip-flops                        32                 41.0
AND-OR/OR-AND                     24                 8.87
buffers and inverters             21                 4.81
XOR/XNOR                          15                 6.65
adder cells (fa/ha/maj)           14                 8.87
multiplexers                       9                 5.95
other                              1                0.190
-- layer usage --
metal,vias up,GRT usage [%],wire length [µm]
li1,763,-,-
met1,672,17.3,1890
met2,19,16.8,1480
met3,7,2.42,128
met4,0,1.10,38
met5,-,0,0
-- layout make-up --
| type | count | area [µm²] | share of cell area [%] |
|---|---|---|---|
| sequential | 32 | 810 | 34.1 |
| timing repair buffer | 24 | 223 | 9.39 |
| inverter | 13 | 48.8 | 2.06 |
| multi-input combinational | 153 | 1090 | 45.8 |
| clock inverter | 2 | 35.0 | 1.48 |
| clock buffer | 6 | 72.6 | 3.06 |
| tap | 77 | 96.3 | 4.06 |
-- power by group through the flow --
stage | logic, mW | registers [mW] | clock network, mW
5_1_grt | 0.243 | 0.628 | 0.522
4_1_cts | 0.218 | 0.622 | 0.492
6_report | 0.214 | 0.621 | 0.480
-- through the flow --
| step | cells | util [%] | hold slack, ps | area (µm²) | worst slack [ps] |
|---|---|---|---|---|---|
| 3_3_place_gp | 299 | 35.6 | 516 | 2260 | 227 |
| 4_1_cts | 307 | 37.3 | 525 | 2370 | 474 |
| 2_1_floorplan | 206 | - | 481 | 1990 | 866 |
| 3_5_place_dp | 299 | 35.6 | 515 | 2260 | 197 |
| 5_1_grt | 307 | 37.3 | 593 | 2370 | 362 |
| 6_report | 307 | 37.3 | 527 | 2370 | 487 |
-- final timing paths --
path / startpoint / cells past startpoint / to
setup reg to reg: r_cnt[14] / 4 / r_cnt[17]
hold reg to reg: r_cnt[0] / 1 / r_cnt[0]
min in group asynchronous: i_rst / 3 / r_cnt[1]
hold / removal: r_cnt[0] / 1 / r_cnt[0]
setup / recovery: r_sel / 1 / o_sel
max in group asynchronous: i_rst / 3 / r_seg[2]
-- cells in the final DEF (no fill, tap or decap), types with 2 or more instances in the layout --
master / count
dfrtp_1: 25
nor3_1: 24
nor2_1: 17
clkdlybuf4s50_1: 17
xnor2_1: 14
ha_1: 14
inv_1: 13
nand2_1: 11
nand3_1: 9
a21oi_1: 8
nor4_1: 7
buf_4: 7
dfstp_2: 7
mux2i_1: 5
clkbuf_8: 5
conb_1: 5
nand2b_1: 4
nand4_1: 3
a211oi_1: 3
a31oi_1: 2
a32oi_1: 2
a221oi_1: 2
mux4_2: 2
mux2_2: 2
o21ai_0: 2
No activity file was given, so power comes from the tool's default toggle rates.
