$ cat flow/design.v
module dvi_pmod #(
    parameter H_ACTIVE = 640,
    parameter H_FP     = 16,
    parameter H_SYNC   = 96,
    parameter H_BP     = 48,
    parameter V_ACTIVE = 480,
    parameter V_FP     = 10,
    parameter V_SYNC   = 2,
    parameter V_BP     = 33
)(
    input        clk,        
    input        rst,
    input  [3:0] hex_high,
    input  [3:0] hex_low,
    output [7:0] tmds
);
    reg pix_clk = 0;
    always @(posedge clk) begin
        pix_clk <= ~pix_clk;
    end
    localparam H_TOTAL = H_ACTIVE + H_FP + H_SYNC + H_BP;
    localparam V_TOTAL = V_ACTIVE + V_FP + V_SYNC + V_BP;
    reg [11:0] h_cnt = 0;
    reg [11:0] v_cnt = 0;
    always @(posedge pix_clk or posedge rst) begin
        if (rst) begin
            h_cnt <= 0;
            v_cnt <= 0;
        end else begin
            if (h_cnt == H_TOTAL-1) begin
                h_cnt <= 0;
                if (v_cnt == V_TOTAL-1)
                    v_cnt <= 0;
                else
                    v_cnt <= v_cnt + 1;
            end else begin
                h_cnt <= h_cnt + 1;
            end
        end
    end
    wire h_active = h_cnt < H_ACTIVE;
    wire v_active = v_cnt < V_ACTIVE;
    wire de = h_active & v_active;
    wire hsync = (h_cnt >= H_ACTIVE + H_FP) && (h_cnt < H_ACTIVE + H_FP + H_SYNC);
    wire vsync = (v_cnt >= V_ACTIVE + V_FP) && (v_cnt < V_ACTIVE + V_FP + V_SYNC);
    function [6:0] hex_to_seg;
        input [3:0] hex;
        case (hex)
            4'h0: hex_to_seg = 7'b0000001;
            4'h1: hex_to_seg = 7'b1001111;
            4'h2: hex_to_seg = 7'b0010010;
            4'h3: hex_to_seg = 7'b0000110;
            4'h4: hex_to_seg = 7'b1001100;
            4'h5: hex_to_seg = 7'b0100100;
            4'h6: hex_to_seg = 7'b0100000;
            4'h7: hex_to_seg = 7'b0001111;
            4'h8: hex_to_seg = 7'b0000000;
            4'h9: hex_to_seg = 7'b0000100;
            4'hA: hex_to_seg = 7'b0001000;
            4'hB: hex_to_seg = 7'b1100000;
            4'hC: hex_to_seg = 7'b0110001;
            4'hD: hex_to_seg = 7'b1000010;
            4'hE: hex_to_seg = 7'b0110000;
            4'hF: hex_to_seg = 7'b0111000;
            default: hex_to_seg = 7'b1111111;
        endcase
    endfunction
    wire [6:0] seg_high = ~hex_to_seg(hex_high);  
    wire [6:0] seg_low  = ~hex_to_seg(hex_low);
    localparam DIGIT_W = 80;
    localparam DIGIT_H = 140;
    localparam SEG_T   = 20;    
    localparam X_OFF   = 100;
    localparam Y_OFF   = 60;
    function pixel_on;
        input [6:0] segs;
        input [10:0] x;
        input [10:0] y;
        reg on;
        begin
            on = 0;
            if (y < SEG_T && segs[0]) on = 1;  
            if (y >= DIGIT_H/2-SEG_T/2 && y < DIGIT_H/2+SEG_T/2 && segs[6]) on = 1;  
            if (y >= DIGIT_H-SEG_T && segs[3]) on = 1;  
            if (x < SEG_T && y < DIGIT_H/2 && segs[5]) on = 1;  
            if (x < SEG_T && y >= DIGIT_H/2 && segs[4]) on = 1;  
            if (x >= DIGIT_W-SEG_T && y < DIGIT_H/2 && segs[1]) on = 1;  
            if (x >= DIGIT_W-SEG_T && y >= DIGIT_H/2 && segs[2]) on = 1;  
            pixel_on = on;
        end
    endfunction
    reg [7:0] red = 0, green = 0, blue = 0;
    always @(posedge pix_clk) begin
        red   <= 0;
        green <= 0;
        blue  <= 0;
        if (de) begin
            if (h_cnt >= X_OFF && h_cnt < X_OFF + DIGIT_W &&
                v_cnt >= Y_OFF && v_cnt < Y_OFF + DIGIT_H) begin
                if (pixel_on(seg_high, h_cnt-X_OFF, v_cnt-Y_OFF)) begin
                    red <= 8'hff; green <= 8'hff; blue <= 8'hff;
                end
            end else if (h_cnt >= X_OFF + DIGIT_W + SEG_T &&
                         h_cnt < X_OFF + 2*DIGIT_W + SEG_T &&
                         v_cnt >= Y_OFF && v_cnt < Y_OFF + DIGIT_H) begin
                if (pixel_on(seg_low, h_cnt-(X_OFF + DIGIT_W + SEG_T), v_cnt-Y_OFF)) begin
                    red <= 8'hff; green <= 8'hff; blue <= 8'hff;
                end
            end
        end
    end
    function [9:0] tmds_encode;
        input [7:0] d;
        input c0, c1, de_in;
        reg [3:0] n1d;
        reg [3:0] n1q;
        reg [8:0] q_m;
        reg [9:0] enc;
        integer i;
        begin
            n1d = d[0]+d[1]+d[2]+d[3]+d[4]+d[5]+d[6]+d[7];
            if (n1d > 4 || (n1d==4 && d[0]==0)) begin
                q_m[0] = d[0];
                for (i=1;i<8;i=i+1) q_m[i] = q_m[i-1] ^~ d[i];
                q_m[8] = 0;
            end else begin
                q_m[0] = d[0];
                for (i=1;i<8;i=i+1) q_m[i] = q_m[i-1] ^ d[i];
                q_m[8] = 1;
            end
            n1q = q_m[0]+q_m[1]+q_m[2]+q_m[3]+q_m[4]+q_m[5]+q_m[6]+q_m[7];
            if (!de_in) begin
                case ({c1,c0})
                    2'b00: enc = 10'b1101010100;
                    2'b01: enc = 10'b0010101011;
                    2'b10: enc = 10'b0101010100;
                    2'b11: enc = 10'b1010101011;
                endcase
            end else if ((n1q > 4) || (n1q == 4 && q_m[8] == 0)) begin
                enc = {1'b1, q_m[8], ~q_m[7:0]};
            end else begin
                enc = {1'b0, q_m[8], q_m[7:0]};
            end
            tmds_encode = enc;
        end
    endfunction
    reg [9:0] tmds_red, tmds_green, tmds_blue, tmds_clk;
    always @(posedge pix_clk) begin
        tmds_red   <= tmds_encode(red, 0, 0, de);
        tmds_green <= tmds_encode(green, 0, 0, de);
        tmds_blue  <= tmds_encode(blue, hsync, vsync, de);
        tmds_clk   <= 10'b0000011111;  
    end
    assign tmds = {tmds_clk[0], tmds_clk[5], tmds_red[0], tmds_red[5], tmds_green[0], tmds_green[5], tmds_blue[0], tmds_blue[5]};
endmodule
$ cat flow/run.sh
#!/bin/bash
# OpenROAD 26Q1-2900-gdf79404cd8, Yosys 0.63+post, stock flow scripts
make -C /OpenROAD-flow-scripts/flow DESIGN_CONFIG=/design/flow/config.mk WORK_HOME=/design/flow/orfs finish
$ cat flow/config.mk
export PLATFORM = sky130hd
export DESIGN_NAME = dvi_pmod
export DESIGN_NICKNAME = dvi_pmod
export VERILOG_FILES = /design/flow/design.v
export SDC_FILE = /design/flow/constraint.sdc
export NUM_CORES = 4
export LEC_CHECK = 1
export CORE_AREA = 10 10 104 104
export DIE_AREA = 0 0 114 114
$ cat flow/constraint.sdc
current_design dvi_pmod

set clk_period 1.3
set clk_io_pct 0.2

create_clock -name clk0 -period $clk_period [get_ports {clk}]

set non_clock_inputs [all_inputs -no_clocks]
set_input_delay [expr $clk_period * $clk_io_pct] -clock clk0 $non_clock_inputs
set_output_delay [expr $clk_period * $clk_io_pct] -clock clk0 [all_outputs]
==> changes_impl.md <==
## Flow update

- Pwr Total: 0.0000421 W
- CP bufs+invs: 1
- Fin crit period: roughly 0.45 ns
- Synth Seq Share: 0.467
- Die height: 114 um
- Unrepaired setup endpoints after global routing: no
- Worst Setup End Kind: register
- Clk slew on worst S/H paths: 0 ns
- Clk latency late pin: 0 ns
- CP cell instances: inv_1
- CP arrival: approximately 0.34 ns
- Largest delay contributor family on the critical path: flip-flops
- RR Startpoint: pix_clk$_DFF_P_
- Detailed Place HPWL: 830 um
- Ant diodes: 0
- FF+latch area: roughly 340 um^2
- Mapped Area: 729 um^2
- Worst Clk Skew: 0 ns
- DRC viols: 0
- Area growth syn-to-layout: 16.0%
- Max Cap Viol: 0
- Crit path depth: 1
- Critical path class: reg -> reg
- Status: completed
- Placement Setup Slack: around 0.84 ns
- Synth top area share: 0.412
- Top cells by area: dfrtp_1, xnor2_1, buf_4
- Flops after synth: 14
- Die area: about 13,000 um^2
- Yosys cell count: 71
- Tot GR Track Use: 0.0152
- Count leader, synth: dfrtp_1
- Core Region: just under 9000 um^2
- Ys Warns: 1
- Largest net degree at the start of global routing: 14
- Grt ovf: 0
- Crit-path slowest cell: dfxtp_1
- Synth Instances: 71
- Vias in the first global route: 416
- Fin Setup TNS: 0 ns
- Global-route wire length before repair: 1840 um
- Iter 0 DRT Violations: 16
- Syn avg cell area: 10.3 um^2
- Crit Path Max Fanout: 2
- Hold depth: 1
- ANT nets after route: 0
- Count of unclocked register or latch pins: 13
- Final Cell Area: 846 um^2
- Synth area leader: dfrtp_1
- Top cells by count, synth: dfrtp_1, buf_4, inv_1, nor2_1, xnor2_1
- WL/cell: 5.60 um
- Setup bufs post-CTS: 0
- Peak VDD IR: 0.152 mV
- Power per cell area: 49.7 nW/um^2
- Core Util at FP: 0.0841
- Number of unconstrained endpoints: 15
- Max Slew Vio Count: 0
- Synth Flop Type: dfrtp_1
- Vias per Instance: around 2.3
- R2R setup slack: 0.85 ns
- TritonRoute pass-1 iters: 4
- Fmax achieved: 2200 MHz
- EDFF count, synth: 0
- Logic area: slightly above 300 um^2
- Row count: 34
- Final setup viols: 0
- Filler instances: 1,010
- HP Class: reg -> reg
- IO buf count: 3
- Io pins: 18
- CTS Hold Buffers Added: 0
- Cell Area, Placed: roughly 850 um^2
- Element type at the critical path start: register
- Post_cts resized: 0
- Synth unique cells: 21
- Number of OpenROAD warnings: 38
- Ys async rst share: 0.857
- Fin worst setup slack: 0.846 ns
- WP data required: 1.19 ns
- P_leak: between 0.3 and 0.4 nW
- Gp weighted congestion: 0.782
- Final Cycle Share: 0.349
- Synthesis area per yosys: 729 um^2
- Min-Delay Startpoint: pix_clk$_DFF_P_
- Via count: around 400
- Layout cells sized above 1: 0.0714
- Worst path max stage delay: 0.30 ns
- Crit path from: pix_clk$_DFF_P_
- R2R cell count: 1
- Drt total wl: 996 um
- Chip Width: between 100 and 150 um
- Initial antenna violation count: 0
- Final Hold Vio Count: 0
==> sequential cells by signal, summed over array words and instances, names as in the netlist <==
register   count
tmds_blue      1
h_cnt         12
pix_clk        1
==> kinds of logic (layout without fill, tap and decap cells) <==
kind of cell	Yosys count	after routing	share of synthesized area
adder cells (fa/ha/maj)	2	2	0.0343
other	2	6	0.0103
XOR/XNOR	10	10	0.120
buffers and inverters	16	11	0.134
AND/OR/NAND/NOR	27	27	0.235
flip-flops	14	14	0.467
==> stage by stage <==
stage                     instances    util  hold slack (ns)
after floorplan                  75       -            0.457
after global placement          178  0.0975            0.362
after detailed placement        178  0.0975            0.366
after CTS                       178  0.0975            0.367
after global routing            178  0.0975            0.397
final                           178  0.0975            0.363
==> power by group <==
group	internal, W	switching, W
sequential	0.0000309	0
clock	0	0
combinational	0.00000280	0.00000833
==> layout by cell type, fill, tap and decap left out, drive strengths merged <==
master	instances
dfrtp	12
inv	7
xnor2	7
nor2	7
conb	6
nand3	5
nor3	4
nand2	3
xor2	3
clkdlybuf4s50	3
nor4	2
ha	2
dfxtp	2
and4	1
nor3b	1
nor4b	1
and3	1
nand4	1
and2	1
buf	1
==> path summary, 6_finish.rpt <==
path                endpoint
min reg2reg  pix_clk$_DFF_P_
max reg2reg  pix_clk$_DFF_P_
max          pix_clk$_DFF_P_
min          pix_clk$_DFF_P_
==> final cells by class <==
class                           instances  area share
Sequential cell                        14       0.402
Tap cell                              108       0.160
Timing Repair Buffer                    4      0.0444
Multi-Input combinational cell         45       0.362
Inverter                                7      0.0311
==> metal layers <==
metal | routed length, um | track usage
met1 | 537 | 0.0237
met4 | 0 | 0
met5 | 0 | 0
met2 | 447 | 0.0243
met3 | 11 | 0.000532
Power is estimated from default activity; no workload was simulated.
